$ cat design/flow/design.v
module onebitfulladder (a,b,cin,sum,ca);
input a,b,cin;
output sum,ca;
assign sum = a ^ b ^ cin;
assign ca=(a & b) | (a & cin) | (b & cin);
endmodule
module fourbitfulladder (a, b, ci, s, co);
input [3:0] a, b;
input ci;
output [3:0] s;
output co;
wire l1, l2, l3;
onebitfulladder fa_0 (a[0], b[0], ci, s[0], l1);
onebitfulladder fa_1 (a[1], b[1], l1, s[1], l2);
onebitfulladder fa_2 (a[2], b[2], l2, s[2], l3);
onebitfulladder fa_3 (a[3], b[3], l3, s[3], co);
endmodule
module eightbitfulladder (a, b, ci, s, co);
input [7:0] a, b;
input ci;
output [7:0] s;
output co;
wire l1;
fourbitfulladder fa_0 (a[3:0], b[3:0], ci, s[3:0], l1);
fourbitfulladder fa_1 (a[7:4], b[7:4], l1, s[7:4], co);
endmodule
module sixteenbitfulladder (a, b, ci, s, co);
input [15:0] a, b;
input ci;
output [15:0] s;
output co;
wire l1;
eightbitfulladder fa_0 (a[7:0], b[7:0], ci, s[7:0], l1);
eightbitfulladder fa_1 (a[15:8], b[15:8], l1, s[15:8], co);
endmodule
module thirtytwobitfulladder (a, b, ci, s, co);
input [31:0] a, b;
input ci;
output [31:0] s;
output co;
wire l1;
sixteenbitfulladder fa_0 (a[15:0], b[15:0], ci, s[15:0], l1);
sixteenbitfulladder fa_1 (a[31:16], b[31:16], l1, s[31:16], co);
endmodule
$ cat design/flow/run.sh
#!/bin/bash
# OpenROAD 26Q1-2900-gdf79404cd8, Yosys 0.63+post, stock flow scripts
make -C /OpenROAD-flow-scripts/flow DESIGN_CONFIG=/design/flow/config.mk WORK_HOME=/design/flow/orfs finish
$ cat design/flow/config.mk
export PLATFORM = sky130hd
export DESIGN_NAME = thirtytwobitfulladder
export DESIGN_NICKNAME = thirtytwobitfulladder
export VERILOG_FILES = /design/flow/design.v
export SDC_FILE = /design/flow/constraint.sdc
export NUM_CORES = 4
export LEC_CHECK = 1
export CORE_AREA = 10 10 100 100
export DIE_AREA = 0 0 110 110
$ cat design/flow/constraint.sdc
current_design thirtytwobitfulladder

set clk_period 14.0
set clk_io_pct 0.2

create_clock -name clk0 -period $clk_period

set non_clock_inputs [all_inputs -no_clocks]
set_input_delay [expr $clk_period * $clk_io_pct] -clock clk0 $non_clock_inputs
set_output_delay [expr $clk_period * $clk_io_pct] -clock clk0 [all_outputs]
==> impl.org <==
* Flow results

** Power and ir drop
- Power per cell area :: approximately 41 mW/mm2
- The script extracted a total leakage power of ~0.00065 uW.
- VDD IR-drop max :: between 0.01 and 0.015 mV

** Global route
- Global-route wire length before repair :: between 4000 and 5000 um
- The global routing report lists combined usage of all routing layers as between 4 and 5%.
- Via count of the first global-routing pass :: 898
- Aggregate global routing overflow :: 0
- Antenna violations before repair :: 0
- Maximum number of pins on one net before global-route repair :: 2

** Synthesis
- Mean area per synthesized cell :: between 10 and 15 um2
- Synthesis produced between 70 and 80 cells.
- Chip Area, Yosys :: just over 900 um2
- In this run the cell area of the synthesized design comes to around 920 um2.
- Sequential cells were found to cover 0% of the synthesized design area.
- Counting the warning lines in the Yosys log gives 0.
- Synthesis instantiated 3 different standard cells from the library.
- Yosys cell count :: around 74

** Final layout
- Of the cells placed in the final design, the portion with a size suffix greater than 1 is 37.1%.
- Fillers :: 849
- Between the synthesized netlist and the finished layout, the area growth was recorded as 99.6%.
- Number of clock buffers in the layout :: 0
- The library cells used most frequently in the layout, excluding fill and tap cells, are sky130_fd_sc_hd__clkdlybuf4s50_1 (81), sky130_fd_sc_hd__fa_2 (32), sky130_fd_sc_hd__buf_2 (11), sky130_fd_sc_hd__inv_1 (4), sky130_fd_sc_hd__inv_2 (4).
- Summing all multi-input logic gate instances after layout gives just over 700 um2.
- Most frequent logic cell in the layout :: sky130_fd_sc_hd__clkdlybuf4s50_1
- Summing all flip-flop and latch instances after layout gives 0 um2.
- Num sequential :: 0

** Run status
- The flow ran to the end, but the final reports show violations.
- The checks that failed: negative setup slack.

** STA
- Across all checked pins, the minimum headroom to the slew limit is approximately nine tenths.
- Setup violation total in the final timing report :: 10
- Setup repair after global routing could not meet its margin everywhere.
- The final timing report lists a max-slew violation count of 0.
- Measured slew at the worst slew-check pin :: 0.143 ns
- Final cycle utilization of the critical path :: 122%
- On the final layout, the worst hold slack is between 6 and 7 ns.
- The smallest clock period supported by the final layout is computed as between 15 and 20 ns.
- Fmax :: 58.6 MHz
- Hold-check failures listed in the final report amount to 0.
- Final Worst Setup Slack :: -3.07 ns

** Clock network
- For this design, the CTS-stage hold fixing added 0 buffers.
- Number of gates given a new drive strength after cts :: 56
- Setup bufs post-CTS :: 0

** Floorplanning
- The die is around 110 um tall.
- Core box area :: about 0.0078 mm2
- Top-level port count :: ~100
- The report lists the number of standard-cell rows as 32.
- Horiz. Die Dim :: between 100 and 150 um
- Fp_density :: roughly an eighth
- Chip Footprint :: ~0.012 mm2

** Critical path
- Startpoint kind of the worst setup timing path :: input port
- The report shows a maximum critical-path fanout of 1.
- Number of buffers and inverters on the critical path :: 6
- Slowest cell on crit path :: sky130_fd_sc_hd__fa_2
- Per STA, the highest per-stage delay on the worst path measures around 0.42 ns.
- STA classifies the critical path endpoint as an output pin.
- The data required time reported for the critical path is around 11 ns.
- On the critical path the data arrives at roughly 14 ns.
- Kind of cell adding the most delay to the critical path :: adder cells
- Crit Path Class :: input port to output pin
- Top cell by count, worst path :: sky130_fd_sc_hd__fa_2

** Place
- Number of buffer cells added on primary ports :: 98
- The wire-length estimate of the detail-placed layout is between 3000 and 4000 um.
- Pre-CTS setup slack :: -3.97 ns
- The congestion estimate from routability-driven global placement came to around 0.89.

** Route
- Vias :: roughly 750
- Via-per-instance ratio :: slightly above 3
- Once iteration 0 of detailed routing completed, the report listed 11 DRC markers.
- The pre-antenna-repair detailed-routing pass consisted of 2 iterations.
- Number of routed nets with antenna violations :: 0
- For this run, design rule violations remaining after detail routing come to 0.
- The script logs the mean routed wire length per placed instance as 13.2 um.
- Summed over all layers, the routed wires come to 3190 um.
- Antenna repair during routing inserted a diode count of 0.

** Run
- Count of maximum capacitance violations :: 0
- In this run the tools logged warnings totalling 35.

** Worst hold path
- The worst hold path belongs to the class input port to output pin.
[cell families (layout without fill, tap and decap cells)]
| group | count (synthesis) | in the layout | share of synthesized area (%) |
|---|---|---|---|
| adders and majority gates | 32 | 32 | 69.8 |
| buffers and inverters | 42 | 108 | 30.2 |
[metrics by stage]
step	power, uW	instances	cell area (um2)	TNS, ns	utilization, %
2_1_floorplan	40.4	74	1020	-13.88	-
3_3_place_gp	83.6	242	1880	-28.59	24.1
3_5_place_dp	84.0	242	1880	-28.57	24.1
4_1_cts	77.4	242	1830	-18.48	23.4
5_1_grt	85.1	242	1830	-20.61	23.5
6_report	74.3	242	1830	-17.94	23.5
[worst min-delay path, cell delays in order]
cell and delay [ns]:
sky130_fd_sc_hd__buf_6 0.09, sky130_fd_sc_hd__inv_2 0.04, sky130_fd_sc_hd__fa_2 0.18, sky130_fd_sc_hd__inv_1 0.04
sky130_fd_sc_hd__clkdlybuf4s50_1 0.40
[power by group]
group,internal [uW],total [uW],switching [uW],leakage [uW]
logic,52.7,74.3,21.6,0.000653
clock network,0,0,0,0
registers,0,0,0,0
[layer usage]
layer  global-route usage, %  part of all wire, %  vias up
met5                       0                    0        -
met4                       0                    0        0
met3                    4.29                   28        0
met2                    6.69                   34       93
met1                    5.74                   38      340
li1                        -                    -      312
[synthesized netlist by cell type]
| cell | instances | share of area, % |
|---|---|---|
| sky130_fd_sc_hd__buf_4 | 32 | 26 |
| sky130_fd_sc_hd__fa_1 | 32 | 70 |
| sky130_fd_sc_hd__inv_1 | 10 | 4.1 |
[layout make-up]
class / count / share of cell area, %
Timing Repair Buffer: 98 / 50.7
Multi-Input combinational cell: 32 / 39.3
Inverter: 10 / 3.00
Tap cell: 102 / 6.96
[worst paths after layout]
path | end | slack [ns] | startpoint | cells past startpoint
min | s[0] | 6.35 | ci | 5
max | s[31] | -3.07 | a[0] | 38
Power is estimated from default activity; no workload was simulated.
