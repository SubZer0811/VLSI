File: design.v
module partial_products (
	input [31:0]a,
	input [31:0]b,
	output reg [31:0][63:0]p_prods
);
	integer i;
	always @(a or b)
	begin
		for(i=0; i<32; i=i+1)begin
			if(b[i] == 1)begin
				p_prods[i] <= a << i;
			end
			else
				p_prods[i] = 64'h00000000;
		end
	end
endmodule
module FA (
	input [63:0] x,
	input [63:0] y,
	input [63:0] z,
	output [63:0] u,
	output [63:0] v);
assign u = x^y^z;
assign v[0] = 0;
assign v[63:1] = (x&y) | (y&z) | (z&x);
endmodule
module rdcla (sum, cout, a, b, cin);
	input [31:0] a, b;
	input cin;
	output reg [31:0] sum;
	output reg cout;
	wire [32:0] carry0, carry1;
	wire [32:0] carry0_1, carry1_1, carry0_2, carry1_2, carry0_4, carry1_4, carry0_8, carry1_8, carry0_16, carry1_16;
	assign carry0[0] = cin;
	assign carry1[0] = cin;
	always @(*)
	begin
		sum = a^b;
		sum = sum[31:0]^carry0_16[31:0];
		cout = carry0_16[32];	
	end
	kpg_init init [32:1] (carry1[32:1], carry0[32:1], a[31:0], b[31:0]);
	assign carry1_1[0] = cin;
	assign carry0_1[0] = cin;
	assign carry1_2[1:0] = carry1_1[1:0];
	assign carry0_2[1:0] = carry0_1[1:0];
	assign carry1_4[3:0] = carry1_2[3:0];
	assign carry0_4[3:0] = carry0_2[3:0];
	assign carry1_8[7:0] = carry1_4[7:0];
	assign carry0_8[7:0] = carry0_4[7:0];
	assign carry1_16[15:0] = carry1_8[15:0];
	assign carry0_16[15:0] = carry0_8[15:0];
	kpg itr_1 [32:1] (carry1[32:1], carry0[32:1], carry1[31:0], carry0[31:0], carry1_1[32:1], carry0_1[32:1]);
	kpg itr_2 [32:2] (carry1_1[32:2], carry0_1[32:2], carry1_1[30:0], carry0_1[30:0], carry1_2[32:2], carry0_2[32:2]);
	kpg itr_4 [32:4] (carry1_2[32:4], carry0_2[32:4], carry1_2[28:0], carry0_2[28:0], carry1_4[32:4], carry0_4[32:4]);
	kpg itr_8 [32:8] (carry1_4[32:8], carry0_4[32:8], carry1_4[24:0], carry0_4[24:0], carry1_8[32:8], carry0_8[32:8]);
	kpg itr_16 [32:16] (carry1_8[32:16], carry0_8[32:16], carry1_8[16:0], carry0_8[16:0], carry1_16[32:16], carry0_16[32:16]);
endmodule
module kpg_init (
	output reg out1, out0,
	input a, b
);
	always @*
	case ({a, b})
		2'b00: begin
			out0 = 1'b0; out1 = 1'b0;
		end
		2'b11: begin
			out0 = 1'b1; out1 = 1'b1;
		end
		default: begin 
			out0 = 1'b0; out1 = 1'b1;
		end
	endcase
endmodule
module kpg (
	input cur_bit_1, cur_bit_0, prev_bit_1, prev_bit_0,
	output reg out_bit_1, out_bit_0
);
	always @(*)
	begin
		if({cur_bit_1, cur_bit_0} == 2'b00)
			{out_bit_1, out_bit_0} = 2'b00;
		if({cur_bit_1, cur_bit_0} == 2'b11)
			{out_bit_1, out_bit_0} = 2'b11;
		if({cur_bit_1, cur_bit_0} == 2'b10)
			{out_bit_1, out_bit_0} = {prev_bit_1, prev_bit_0};
	end
endmodule
module wallace (
	input [31:0] a,
	input [31:0] b,
	output [63:0] out
);
	wire [31:0][63:0]p_prods;
	integer i;
	partial_products pp (a, b, p_prods);
	wire [63:0] u_l11, v_l11, u_l12, v_l12, u_l13, v_l13, u_l14, v_l14, u_l15, v_l15, u_l16, v_l16, u_l17, v_l17, u_l18, v_l18, u_l19, v_l19, u_l110, v_l110;
	FA l11 (p_prods[0][63:0], p_prods[1][63:0], p_prods[2][63:0], u_l11[63:0], v_l11[63:0]);
	FA l12 (p_prods[3][63:0], p_prods[4][63:0], p_prods[5][63:0], u_l12[63:0], v_l12[63:0]);
	FA l13 (p_prods[6][63:0], p_prods[7][63:0], p_prods[8][63:0], u_l13[63:0], v_l13[63:0]);
	FA l14 (p_prods[9][63:0], p_prods[10][63:0], p_prods[11][63:0], u_l14[63:0], v_l14[63:0]);
	FA l15 (p_prods[12][63:0], p_prods[13][63:0], p_prods[14][63:0], u_l15[63:0], v_l15[63:0]);
	FA l16 (p_prods[15][63:0], p_prods[16][63:0], p_prods[17][63:0], u_l16[63:0], v_l16[63:0]);
	FA l17 (p_prods[18][63:0], p_prods[19][63:0], p_prods[20][63:0], u_l17[63:0], v_l17[63:0]);
	FA l18 (p_prods[21][63:0], p_prods[22][63:0], p_prods[23][63:0], u_l18[63:0], v_l18[63:0]);
	FA l19 (p_prods[24][63:0], p_prods[25][63:0], p_prods[26][63:0], u_l19[63:0], v_l19[63:0]);
	FA l110 (p_prods[27][63:0], p_prods[28][63:0], p_prods[29][63:0], u_l110[63:0], v_l110[63:0]);
	wire [63:0] u_l21, v_l21, u_l22, v_l22, u_l23, v_l23, u_l24, v_l24, u_l25, v_l25, u_l26, v_l26, u_l27, v_l27;
	FA l21 (u_l11[63:0], v_l11[63:0], u_l12[63:0], u_l21[63:0], v_l21[63:0]);
	FA l22 (v_l12[63:0], u_l13[63:0], v_l13[63:0], u_l22[63:0], v_l22[63:0]);
	FA l23 (u_l14[63:0], v_l14[63:0], u_l15[63:0], u_l23[63:0], v_l23[63:0]);
	FA l24 (v_l15[63:0], u_l16[63:0], v_l16[63:0], u_l24[63:0], v_l24[63:0]);
	FA l25 (u_l17[63:0], v_l17[63:0], u_l18[63:0], u_l25[63:0], v_l25[63:0]);
	FA l26 (v_l18[63:0], u_l19[63:0], v_l19[63:0], u_l26[63:0], v_l26[63:0]);
	FA l27 (u_l110[63:0], v_l110[63:0], p_prods[30][63:0], u_l27[63:0], v_l27[63:0]);
	wire [63:0] u_l31, v_l31, u_l32, v_l32, u_l33, v_l33, u_l34, v_l34, u_l35, v_l35;
	FA l31 (u_l21[63:0], v_l21[63:0], u_l22[63:0], u_l31[63:0], v_l31[63:0]);
	FA l32 (v_l22[63:0], u_l23[63:0], v_l23[63:0], u_l32[63:0], v_l32[63:0]);
	FA l33 (u_l24[63:0], v_l24[63:0], u_l25[63:0], u_l33[63:0], v_l33[63:0]);
	FA l34 (v_l25[63:0], u_l26[63:0], v_l26[63:0], u_l34[63:0], v_l34[63:0]);
	FA l35 (u_l27[63:0], v_l27[63:0], p_prods[31][63:0], u_l35[63:0], v_l35[63:0]);
	wire [63:0] u_l41, v_l41, u_l42, v_l42, u_l43, v_l43;
	FA l41 (u_l31[63:0], v_l31[63:0], u_l32[63:0], u_l41[63:0], v_l41[63:0]);
	FA l42 (v_l32[63:0], u_l33[63:0], v_l33[63:0], u_l42[63:0], v_l42[63:0]);
	FA l43 (u_l34[63:0], v_l34[63:0], u_l35[63:0], u_l43[63:0], v_l43[63:0]);
	wire [63:0] u_l51, v_l51, u_l52, v_l52;
	FA l51 (u_l41[63:0], v_l41[63:0], u_l42[63:0], u_l51[63:0], v_l51[63:0]);
	FA l52 (v_l42[63:0], u_l43[63:0], v_l43[63:0], u_l52[63:0], v_l52[63:0]);
	wire [63:0] u_l61, v_l61;
	FA l61 (u_l51[63:0], v_l51[63:0], u_l52[63:0], u_l61[63:0], v_l61[63:0]);
	wire [63:0] u_l71, v_l71;
	FA l71 (u_l61[63:0], v_l61[63:0], v_l52[63:0], u_l71[63:0], v_l71[63:0]);
	wire [63:0] u_l81, v_l81;
	FA l81 (u_l71[63:0], v_l71[63:0], v_l35[63:0], u_l81[63:0], v_l81[63:0]);
	wire c;
	rdcla l91 (out[31:0], c, u_l81[31:0], v_l81[31:0], 1'b0);
	rdcla l92 (out[63:32], , u_l81[63:32], v_l81[63:32], c);
endmodule
File: run.sh
#!/bin/bash
# OpenROAD 26Q1-2900-gdf79404cd8, Yosys 0.63+post, stock flow scripts
make -C /OpenROAD-flow-scripts/flow DESIGN_CONFIG=/design/flow/config.mk WORK_HOME=/design/flow/orfs finish
File: config.mk
export PLATFORM = sky130hd
export DESIGN_NAME = wallace
export DESIGN_NICKNAME = wallace
export VERILOG_FILES = /design/flow/design.v
export SDC_FILE = /design/flow/constraint.sdc
export NUM_CORES = 4
export LEC_CHECK = 1
export CORE_UTILIZATION = 30
File: constraint.sdc
current_design wallace

set clk_period 10.5
set clk_io_pct 0.2

create_clock -name clk0 -period $clk_period

set non_clock_inputs [all_inputs -no_clocks]
set_input_delay [expr $clk_period * $clk_io_pct] -clock clk0 $non_clock_inputs
set_output_delay [expr $clk_period * $clk_io_pct] -clock clk0 [all_outputs]
==> load_flow_metrics.sql <==
-- flow metrics import
INSERT INTO impl_metrics (metric_group, metric, value, unit) VALUES
('die', 'die_area', '147000', 'sq um'),
('sta', 'post-route-period-util', '0.983', ''),
('die', 'placementRows', '139', ''),
('worst_setup_path', 'category_of_the_worst_setup_path_capture_point', 'output port', ''),
('synthesis', 'async_flop_share', '0', ''),
('worst_setup_path', 'critPathTopFamily', 'adder cells', ''),
('final_layout', 'post_route_cells_drive_above_1_share', '0.0780', ''),
('sta', 'slew_viol_final', '0', ''),
('outcome', 'run_status', 'complete, no violations', ''),
('worst_setup_path', 'timing.critical_path.slowest_cell_delay', '0.55', 'ns'),
('synthesis', 'synth-edff-count', '0', ''),
('synthesis', 'netlist-cell-type-count', '23', ''),
('place', 'place.detailed.instances', '6772', ''),
('synthesis', 'syn_std_cell_area', '43500', 'sq um'),
('die', 'num_io_pins', '128', ''),
('synthesis', 'synth_top_flop_cell', 'sky130_fd_sc_hd__dlxtn_1', ''),
('sta', 'timing.fmax', '0.0969', 'GHz'),
('global_routing', 'tot_gr_track_use', '0.167', ''),
('synthesis', 'post_synth_main_area_contributors', 'sky130_fd_sc_hd__fa_1 (42%), sky130_fd_sc_hd__dlxtn_1 (15%), sky130_fd_sc_hd__and2_1 (9.6%), sky130_fd_sc_hd__inv_1 (9.3%), sky130_fd_sc_hd__ha_1 (7.7%)', ''),
('sta', 'final.min_clock_period', '10.32', 'ns'),
('run', 'openroad_warnings', '88', ''),
('worst_setup_path', 'worstPathRequired', '8.40', 'ns'),
('routing', 'drt_iter0_drc', '843', ''),
('worst_setup_path', 'criticalPathCategory', 'in2out', ''),
('worst_setup_path', 'critical_path.max_fanout', '12', ''),
('routing', 'vias', '29825', ''),
('synthesis', 'synth_stat.cells', '4713', ''),
('final_layout', 'layout.core_utilization', '0.352', ''),
('routing', 'drc_errors', '0', ''),
('global_routing', 'grt_max_degree', '33', ''),
('global_routing', 'global_route.overflow_total', '0', ''),
('sta', 'timing.final.setup_violations', '0', ''),
('sta', 'tightestPinTransition', '0.602', 'ns'),
('routing', 'drt-vias-per-instance', '4.37', ''),
('sta', 'maxSlewHeadroom', '0.598', ''),
('final_layout', 'stdcell_count', '6829', ''),
('place', 'place.detailed.hpwl', '94.4', 'mm'),
('synthesis', 'synthDominantAreaCellType', 'sky130_fd_sc_hd__fa_1', ''),
('synthesis', 'synth.avg_cell_area', '9.24', 'sq um'),
('routing', 'routed_wl', '121', 'mm'),
('worst_setup_path', 'cp_common_cell', 'sky130_fd_sc_hd__fa_1', ''),
('worst_setup_path', 'critical_path.startpoint_type', 'input port', ''),
('routing', 'drt-pass1-iter-count', '29', ''),
('synthesis', 'synthesis.yosys.warnings', '4', ''),
('synthesis', 'post_synth_most_frequent_cells', 'sky130_fd_sc_hd__inv_1 (1,075), sky130_fd_sc_hd__fa_1 (908), sky130_fd_sc_hd__and2_1 (668)', ''),
('worst_hold_path', 'timing.hold.worst.class', 'in2out', ''),
('routing', 'count_of_antenna_violating_nets_left_after_detailed_routing', '0', ''),
('synthesis', 'postSynthCellCount', '4713', ''),
('place', 'port-buffer-count', '128', ''),
('die', 'core_util_floorplan', '0.303', ''),
('routing', 'wire_per_inst', '17.7', 'microns'),
('synthesis', 'ys.flops', '422', ''),
('die', 'die_extent_in_y', '383', 'microns'),
('worst_setup_path', 'critPathSlowestCell', 'sky130_fd_sc_hd__fa_1', ''),
('global_routing', 'first_pass_grt_wire_length', '179', 'mm'),
('worst_setup_path', 'data_arrival_time_of_the_critical_path', '8.22', 'ns'),
('synthesis', 'top_cell_area_share', '0.418', ''),
('cts', 'post_cts_hold_buffer_count', '0', ''),
('global_routing', 'grt_pass1_vias', '31999', ''),
('place', 'gpl.final_weighted_congestion', '0.895', ''),
('sta', 'fin_setup_tns', '0', 'ns'),
('synthesis', 'most_common_cell', 'sky130_fd_sc_hd__inv_1', ''),
('run', 'max-cap-violations', '0', ''),
('sta', 'unconstrained_endpoints', '422', ''),
('sta', 'unclocked_pins', '422', ''),
('worst_setup_path', 'cp_num_buf_inv', '9', ''),
('synthesis', 'yosys_chip_area', '43500', 'sq um'),
('die', 'die_width', '383', 'microns'),
('global_routing', 'antenna_found_initial', '14', ''),
('die', 'coreArea', '144000', 'sq um'),
('sta', 'timing_hold_violations_final', '0', ''),
('worst_setup_path', 'critical_path.cell_chain', 'clkdlybuf4s50_1 -> buf_12 -> buf_4 -> and2_1 -> fa_1 -> inv_1 -> fa_1 -> inv_1 -> fa_1 -> inv_1 -> fa_1 -> fa_1 -> fa_1 -> inv_1 -> fa_1 -> ha_4 -> inv_1 -> ha_4 -> xor2_2 -> clkdlybuf4s50_1', ''),
('final_layout', 'area.growth.synth_to_final', '16.2', '%');
[what timing repair did]
item / in CTS / in global routing
setup buffers: 1 / 19
pin swaps: 9 / 65
cloned: 3 / 28
resized: 36 / 128
setup endpoints to repair: 30 / 37
[kinds of logic (layout without fill, tap and decap cells)]
| kind of cell | count (synthesis) | in the layout | synth area share |
|---|---|---|---|
| latches | 422 | 422 | 0.146 |
| and+or+nand+nor | 1433 | 1433 | 0.176 |
| buffers and inverters | 1276 | 1483 | 0.115 |
| xor gates and xnor gates | 53 | 53 | 0.0107 |
| adders and majority gates | 1176 | 1176 | 0.495 |
| muxes | 10 | 10 | 0.00259 |
| other | 0 | 6 | 0 |
| AOI/OAI and AO/OA | 343 | 343 | 0.0561 |
[final cells by class]
type,count,area [sq um]
flip-flops and latches,422,6340
diodes,6,15.0
well taps,1903,2380
repair buffers,408,5060
multi-input cells,3015,32700
fillers,14255,93300
inverters,1075,4040
[sequential cells by signal, indices dropped and copies added (netlist names)]
register	flops
l92.itr_1.out_bit_0	31
l92.itr_1.out_bit_1	30
l92.itr_2.out_bit_0	30
l92.itr_2.out_bit_1	28
l92.itr_4.out_bit_0	28
l92.itr_4.out_bit_1	24
l92.itr_8.out_bit_0	24
l91.itr_1.out_bit_0	23
l91.itr_1.out_bit_1	23
l91.itr_2.out_bit_0	23
l91.itr_2.out_bit_1	23
l91.itr_4.out_bit_0	23
l91.itr_4.out_bit_1	23
l91.itr_8.out_bit_0	23
l91.itr_16.out_bit_0	17
l91.itr_8.out_bit_1	17
l92.itr_16.out_bit_0	16
l92.itr_8.out_bit_1	16
[path summary, 6_finish.rpt]
path | cells after the start | from | end
worst max-delay path | 20 | b[20] | out[25]
worst min-delay path | 5 | b[0] | out[0]
[through the flow]
step	setup WS (ns)	cell area (sq um)	hold slack [ns]
2_1_floorplan	1.28	43500	4.49
3_3_place_gp	-0.324	48900	5.51
3_5_place_dp	-0.274	48900	5.51
4_1_cts	-0.0232	49200	5.52
5_1_grt	-0.00698	50500	5.57
6_report	0.175	50600	5.51
[metal layers]
layer  wire length (microns)  vias up  GRT usage
li1                        -    13943          -
met2                   59800      795      0.284
met1                   45200    14921      0.202
met5                     146        -    0.00529
met3                   12500      154     0.0667
met4                    3380       12     0.0321
[cells in the final DEF (no fill, tap or decap), types with 3 or more instances in the layout]
cell / instances
sky130_fd_sc_hd__clkbuf_2: 8
sky130_fd_sc_hd__nand2b_1: 43
sky130_fd_sc_hd__ha_4: 24
sky130_fd_sc_hd__inv_1: 1075
sky130_fd_sc_hd__diode_2: 6
sky130_fd_sc_hd__a41oi_1: 3
sky130_fd_sc_hd__fa_1: 871
sky130_fd_sc_hd__a21oi_1: 11
sky130_fd_sc_hd__fa_2: 37
sky130_fd_sc_hd__buf_4: 156
sky130_fd_sc_hd__xor2_2: 19
sky130_fd_sc_hd__dlygate4sd2_1: 5
sky130_fd_sc_hd__o21a_1: 283
sky130_fd_sc_hd__bufbuf_16: 3
sky130_fd_sc_hd__o21ai_0: 43
sky130_fd_sc_hd__mux2_2: 10
sky130_fd_sc_hd__ha_1: 241
sky130_fd_sc_hd__xor2_1: 34
sky130_fd_sc_hd__and2_1: 668
sky130_fd_sc_hd__ha_2: 3
sky130_fd_sc_hd__nand2_1: 521
sky130_fd_sc_hd__buf_6: 8
sky130_fd_sc_hd__nor2_1: 10
sky130_fd_sc_hd__dlymetal6s2s_1: 31
sky130_fd_sc_hd__buf_12: 82
sky130_fd_sc_hd__clkdlybuf4s50_1: 82
sky130_fd_sc_hd__nor2b_1: 188
sky130_fd_sc_hd__dlxtn_1: 422
sky130_fd_sc_hd__clkbuf_16: 28
[tightest hold or removal path, stage by stage]
cell	delay (ns)
sky130_fd_sc_hd__clkdlybuf4s50_1	0.45
sky130_fd_sc_hd__buf_12	0.17
sky130_fd_sc_hd__buf_12	0.16
sky130_fd_sc_hd__and2_1	0.14
sky130_fd_sc_hd__clkdlybuf4s50_1	0.39
